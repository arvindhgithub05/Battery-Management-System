`flow/design.v`:
```
`timescale 1ns / 1ps
module Battery_Health_Monitor (
    input wire clk,                 
    input wire reset,               
    input wire [7:0] battery_level, 
    input wire [7:0] voltage,       
    output reg pulse_20,            
    output reg pulse_80,            
    output reg pulse_100,           
    output reg clk_enable,          
    output reg overcharge_alert     
    );
    parameter LOW_BATTERY_LEVEL = 8'd20;    
    parameter HEALTHY_BATTERY_LEVEL = 8'd80;  
    parameter FULL_CHARGE_LEVEL = 8'd100;  
    parameter MAX_VOLTAGE = 8'd255;        
    reg [7:0] prev_battery_level;
    reg overcharge_detected;   
    always @(posedge clk or posedge reset) begin
        if (reset) begin
            pulse_20 <= 0;
            pulse_80 <= 0;
            pulse_100 <= 0;
            clk_enable <= 1;        
            overcharge_alert <= 0;  
            overcharge_detected <= 0;
            prev_battery_level <= 0;
        end else begin
            if (battery_level == LOW_BATTERY_LEVEL && prev_battery_level > LOW_BATTERY_LEVEL) begin
                pulse_20 <= 1;
            end else begin
                pulse_20 <= 0;
            end
            if (battery_level == HEALTHY_BATTERY_LEVEL && prev_battery_level < HEALTHY_BATTERY_LEVEL) begin
                pulse_80 <= 1;
            end else begin
                pulse_80 <= 0;
            end
            if (battery_level == FULL_CHARGE_LEVEL && prev_battery_level < FULL_CHARGE_LEVEL) begin
                pulse_100 <= 1;
            end else begin
                pulse_100 <= 0;
            end
            if (battery_level == FULL_CHARGE_LEVEL && voltage > MAX_VOLTAGE) begin
                overcharge_detected <= 1;
                overcharge_alert <= 1;
            end else if (battery_level < FULL_CHARGE_LEVEL) begin
                overcharge_detected <= 0;
                overcharge_alert <= 0;
            end
            if (overcharge_detected || (battery_level == FULL_CHARGE_LEVEL && voltage > MAX_VOLTAGE)) begin
                clk_enable <= 0;   
            end else if (battery_level == FULL_CHARGE_LEVEL && voltage <= MAX_VOLTAGE) begin
                clk_enable <= 0;   
            end else begin
                clk_enable <= 1;   
            end
            prev_battery_level <= battery_level;
        end
    end
endmodule
`timescale 1ns / 1ps
module Battery_Management_System_top (
    input wire clk,                     
    input wire reset,                   
    input wire reset_n,                 
    input wire charger_plugged,        
    input wire [7:0] voltage,           
    input wire moisture_sensor,         
    output wire [7:0] battery_level,    
    output wire [6:0] temperature,      
    output wire gated_clock,            
    output wire [1:0] charging_state,   
    output wire [1:0] charging_mode,    
    output wire cooling_fan,            
    output wire pulse_20,               
    output wire pulse_80,               
    output wire pulse_100,              
    output wire overcharge_alert,       
    output wire charge_enable_final     
    );
    wire fast_charge_enable;
    wire health_monitor_enable;
    wire moisture_charge_enable;
    wire temp_charge_enable;
    wire charging_active;
    wire [6:0] temp_out;
    wire temp_charging_mode;
    wire temp_cooling_fan;
    wire [6:0] battery_percent_7bit;
    assign battery_percent_7bit = battery_level[6:0];  
    assign charging_active = charger_plugged & 
                            fast_charge_enable & 
                            health_monitor_enable & 
                            moisture_charge_enable;
    assign charge_enable_final = charging_active;
    assign temperature = temp_out;
    assign charging_mode = {1'b0, temp_charging_mode};  
    assign cooling_fan = temp_cooling_fan;
    Fast_Charging_Module fast_charger (
        .clk(clk),
        .reset(reset),
        .charger_plugged(charging_active),   
        .battery_level(battery_level),
        .gated_clock(gated_clock),
        .present_state(charging_state)
    );
    assign fast_charge_enable = (charging_state != 2'b00) ? 1'b1 : 
                               (charger_plugged && battery_level < 100) ? 1'b1 : 1'b0;
    Battery_Health_Monitor health_monitor (
        .clk(clk),
        .reset(reset),
        .battery_level(battery_level),
        .voltage(voltage),
        .pulse_20(pulse_20),
        .pulse_80(pulse_80),
        .pulse_100(pulse_100),
        .clk_enable(health_monitor_enable),
        .overcharge_alert(overcharge_alert)
    );
    Temperature_Control temp_controller (
        .clk(clk),
        .reset(reset),
        .charging(charging_active),
        .battery_percent(battery_percent_7bit),
        .temp(temp_out),
        .charging_mode(temp_charging_mode),
        .cooling_fan(temp_cooling_fan)
    );
    Moisture_Detection moisture_detector (
        .clk(clk),
        .reset_n(reset_n),
        .moisture_sensor(moisture_sensor),
        .charger_plugged(charger_plugged),
        .charge_enable(moisture_charge_enable)
    );
    reg safety_shutdown;
    always @(posedge clk or posedge reset) begin
        if (reset) begin
            safety_shutdown <= 1'b0;
        end else begin
            if (overcharge_alert || (temperature > 7'd50)) begin   
                safety_shutdown <= 1'b1;
            end else if (battery_level < 8'd5) begin   
                safety_shutdown <= 1'b0;
            end
        end
    end
    wire final_charging_decision;
    assign final_charging_decision = charging_active & ~safety_shutdown;
endmodule
`timescale 1ns / 1ps
module Fast_Charging_Module (
    input wire clk,
    input wire reset,
    input wire charger_plugged,  
    output reg [7:0] battery_level,  
    output wire gated_clock,
    output reg [1:0] present_state  
    );
    localparam IDLE = 2'b00;
    localparam FAST_CHARGING = 2'b01;
    localparam SLOW_CHARGING = 2'b10;
    reg [1:0] next_state;
    reg clk_enable;
    assign gated_clock = clk & clk_enable;
    initial begin
        battery_level = 0;
        present_state = IDLE;
        clk_enable = 0;
    end
    always @(*) begin
        next_state = present_state;  
        case (present_state)
            IDLE: begin
                if (charger_plugged && battery_level < 100) begin
                    if (battery_level <= 80) begin
                        next_state = FAST_CHARGING;
                    end else begin
                        next_state = SLOW_CHARGING;
                    end
                end
            end
            FAST_CHARGING: begin
                if (!charger_plugged) begin
                    next_state = IDLE;
                end else if (battery_level >= 80 && battery_level < 100) begin
                    next_state = SLOW_CHARGING;
                end
            end
            SLOW_CHARGING: begin
                if (!charger_plugged) begin
                    next_state = IDLE;
                end else if (battery_level == 100) begin
                    next_state = IDLE;
                end
            end
            default: next_state = IDLE;
        endcase
    end
    always @(posedge clk or posedge reset) begin
        if (reset) begin
            battery_level <= 0;
            present_state <= IDLE;
            clk_enable <= 0;
        end else begin
            present_state <= next_state;
            if (next_state == IDLE) begin
                clk_enable <= 0;  
            end else begin
                clk_enable <= 1;  
            end
            case (next_state)
                FAST_CHARGING: begin
                    if (battery_level < 80) begin
                        battery_level <= battery_level + 2;  
                    end
                end
                SLOW_CHARGING: begin
                    if (battery_level < 100) begin
                        battery_level <= battery_level + 1;  
                    end
                end
            endcase
            if (battery_level > 100) begin
                battery_level <= 100;
            end
        end
    end
endmodule
`timescale 1ns / 1ps
module Moisture_Detection (
    input wire clk,               
    input wire reset_n,           
    input wire moisture_sensor,   
    input wire charger_plugged,   
    output reg charge_enable      
    );
    localparam NO_MOISTURE = 1'b0;   
    localparam MOISTURE = 1'b1;      
    reg current_state, next_state;
    reg charge_enable_next;
    always @(posedge clk or negedge reset_n) begin
        if (!reset_n) begin
            current_state <= NO_MOISTURE;  
            charge_enable <= 1'b0;          
        end else begin
            current_state <= next_state;
            charge_enable <= charge_enable_next;
        end
    end
    always @(*) begin
        next_state = current_state;
        charge_enable_next = 1'b0;
        case (current_state)
            NO_MOISTURE: begin
                if (moisture_sensor) begin
                    next_state = MOISTURE;
                    charge_enable_next = 1'b0;  
                end else begin
                    next_state = NO_MOISTURE;
                    charge_enable_next = charger_plugged;  
                end
            end
            MOISTURE: begin
                if (!moisture_sensor) begin
                    next_state = NO_MOISTURE;
                    charge_enable_next = charger_plugged;  
                end else begin
                    next_state = MOISTURE;
                    charge_enable_next = 1'b0;  
                end
            end
            default: begin
                next_state = NO_MOISTURE;
                charge_enable_next = 1'b0;  
            end
        endcase
    end
endmodule
`timescale 1ns / 1ps
module Temperature_Control (
    input wire clk,
    input wire reset,
    input wire charging,
    input wire [6:0] battery_percent,
    output reg [6:0] temp,
    output reg charging_mode,  
    output reg cooling_fan  
    );
    localparam IDLE = 2'b00;
    localparam FAST_CHARGING = 2'b01;
    localparam SLOW_CHARGING = 2'b10;
    reg [1:0] present_state, next_state;
    localparam INITIAL_TEMP = 7'd27;  
    localparam MAX_TEMP = 7'd45;      
    localparam MIN_TEMP = 7'd27;      
    localparam SLOW_START_CYCLE = 7'd80;  
    localparam SLOW_END_CYCLE = 7'd100;   
    reg [6:0] prev_battery_percent;
    reg [6:0] temp_next;
    reg cooling_fan_next;
    reg charging_mode_next;
    always @(posedge clk or posedge reset) begin
        if (reset) begin
            present_state <= IDLE;
            temp <= INITIAL_TEMP;
            prev_battery_percent <= 7'd0;
            charging_mode <= 1'b0;
            cooling_fan <= 1'b0;
        end else begin
            present_state <= next_state;
            temp <= temp_next;
            charging_mode <= charging_mode_next;
            cooling_fan <= cooling_fan_next;
            prev_battery_percent <= battery_percent;
        end
    end
    always @(*) begin
        next_state = present_state;
        charging_mode_next = 1'b0;  
        cooling_fan_next = cooling_fan;  
        temp_next = temp;  
        case (present_state)
            IDLE: begin
                if (charging && (battery_percent < SLOW_START_CYCLE)) begin
                    next_state = FAST_CHARGING;
                end else if (charging && (battery_percent >= SLOW_START_CYCLE) && (battery_percent <= SLOW_END_CYCLE)) begin
                    next_state = SLOW_CHARGING;
                end
            end
            FAST_CHARGING: begin
                charging_mode_next = 1'b0;  
                if (!charging) begin
                    next_state = IDLE;
                end else if (battery_percent >= SLOW_START_CYCLE) begin
                    next_state = SLOW_CHARGING;  
                end else begin
                    if ((battery_percent >= 10) && (prev_battery_percent < 10) ||
                        (battery_percent >= 20) && (prev_battery_percent < 20) ||
                        (battery_percent >= 30) && (prev_battery_percent < 30) ||
                        (battery_percent >= 40) && (prev_battery_percent < 40) ||
                        (battery_percent >= 50) && (prev_battery_percent < 50) ||
                        (battery_percent >= 60) && (prev_battery_percent < 60) ||
                        (battery_percent >= 70) && (prev_battery_percent < 70) ||
                        (battery_percent >= 80) && (prev_battery_percent < 80)) begin
                        temp_next = temp + 7'd1;  
                        if (temp_next >= MAX_TEMP) begin
                            next_state = SLOW_CHARGING;  
                            cooling_fan_next = 1'b1;  
                        end
                    end
                end
            end
            SLOW_CHARGING: begin
                charging_mode_next = 1'b1;  
                if (!charging) begin
                    next_state = IDLE;
                end else begin
                    if (temp > MAX_TEMP) begin
                        temp_next = temp - 7'd1;  
                        cooling_fan_next = 1'b1;  
                    end else if (temp <= MAX_TEMP) begin
                        cooling_fan_next = 1'b0;  
                        if ((battery_percent >= 80) && (prev_battery_percent < 80) ||
                            (battery_percent >= 100) && (prev_battery_percent < 100)) begin
                            temp_next = temp + 7'd1;  
                        end
                    end
                    if (temp_next < MIN_TEMP) begin
                        temp_next = MIN_TEMP;
                    end
                end
            end
            default: begin
                next_state = IDLE;
                charging_mode_next = 1'b0;
                cooling_fan_next = 1'b0;
            end
        endcase
    end
endmodule
```
`flow/run.sh`:
```
#!/bin/bash
# OpenROAD 26Q1-2900-gdf79404cd8, Yosys 0.63+post, stock flow scripts
make -C /OpenROAD-flow-scripts/flow DESIGN_CONFIG=/design/flow/config.mk WORK_HOME=/design/flow/orfs finish
```
`flow/config.mk`:
```
export PLATFORM = sky130hd
export DESIGN_NAME = Battery_Management_System_top
export DESIGN_NICKNAME = Battery_Management_System_top
export VERILOG_FILES = /design/flow/design.v
export SDC_FILE = /design/flow/constraint.sdc
export NUM_CORES = 4
export LEC_CHECK = 1
export CORE_UTILIZATION = 40
```
`flow/constraint.sdc`:
```
current_design Battery_Management_System_top

set clk_period 4.0
set clk_io_pct 0.2

create_clock -name clk0 -period $clk_period [get_ports {clk}]

set non_clock_inputs [all_inputs -no_clocks]
set_input_delay [expr $clk_period * $clk_io_pct] -clock clk0 $non_clock_inputs
set_output_delay [expr $clk_period * $clk_io_pct] -clock clk0 [all_outputs]
```
==> flow_summary.html <==
<p>Metrics extracted from the flow reports.</p>
<table>
<tr><th>Metric</th><th>Value</th></tr>
<tr><th colspan="2">Run status</th></tr>
<tr><td>Outcome</td><td>finished clean</td></tr>
<tr><th colspan="2">Worst setup path</th></tr>
<tr><td>FF-to-FF End</td><td>fast_charger.battery_level[6]</td></tr>
<tr><td>Type of origin of the critical path</td><td>clock port</td></tr>
<tr><td>Crit path capture type</td><td>output pin</td></tr>
<tr><td>CP arrival</td><td>2.76 ns</td></tr>
<tr><td>Largest fanout on the critical path</td><td>2</td></tr>
<tr><td>FF-to-FF path depth</td><td>14</td></tr>
<tr><td>R2R setup slack</td><td>0.56 ns</td></tr>
<tr><td>Required time at the endpoint of the critical path</td><td>3.20 ns</td></tr>
<tr><td>Start of the worst register-to-register path</td><td>fast_charger.battery_level[0]</td></tr>
<tr><td>Classification of the worst setup path</td><td>clk2out</td></tr>
<tr><th colspan="2">Final timing</th></tr>
<tr><td>Setup-failing EPs final</td><td>0</td></tr>
<tr><td>Post-route worst hold slack</td><td>0.474 ns</td></tr>
<tr><td>Clock Skew</td><td>0.0104 ns</td></tr>
<tr><td>Slew Viols, Final</td><td>0</td></tr>
<tr><td>Total Negative Setup Slacks</td><td>0 ns</td></tr>
<tr><td>Slew at the pin with the worst max-slew slack</td><td>0.627 ns</td></tr>
<tr><td>Normalized max-slew margin</td><td>58.2%</td></tr>
<tr><td>Setup repair after global routing missed its margin</td><td>no</td></tr>
<tr><td>Final Hold Fails</td><td>0</td></tr>
<tr><th colspan="2">Yosys</th></tr>
<tr><td>Synthesized area per cell</td><td>8.78 um^2</td></tr>
<tr><td>Ys async rst share</td><td>100%</td></tr>
<tr><td>Yosys top cell area share</td><td>29.3%</td></tr>
<tr><td>Synthesis area per yosys</td><td>2560 um^2</td></tr>
<tr><td>Main area contributors</td><td>sky130_fd_sc_hd__dfrtp_1 29%, sky130_fd_sc_hd__dfstp_2 6.2%, sky130_fd_sc_hd__ha_1 5.4%</td></tr>
<tr><td>Most common cell in the synthesized netlist</td><td>sky130_fd_sc_hd__dfrtp_1</td></tr>
<tr><td>Synth Register Bits</td><td>36</td></tr>
<tr><td>Sequential element share of the synthesized area</td><td>35.4%</td></tr>
<tr><td>Primary FF master, synth</td><td>sky130_fd_sc_hd__dfrtp_1</td></tr>
<tr><td>Most area-hungry cell type in the Yosys netlist</td><td>sky130_fd_sc_hd__dfrtp_1</td></tr>
<tr><td>Synth cell types</td><td>68</td></tr>
<tr><td>Cell area after synthesis</td><td>2560 um^2</td></tr>
<tr><td>Yosys warning count</td><td>5</td></tr>
<tr><td>Cell count listed in synth_stat.txt</td><td>292</td></tr>
<tr><td>Most instantiated cells after synthesis</td><td>30 x sky130_fd_sc_hd__dfrtp_1, 21 x sky130_fd_sc_hd__nor2_1, 19 x sky130_fd_sc_hd__nand2_1, 19 x sky130_fd_sc_hd__o21ai_0</td></tr>
<tr><td>Post-synth EDFFs</td><td>0</td></tr>
<tr><td>Synthesized netlist cell count</td><td>292</td></tr>
<tr><th colspan="2">Drt</th></tr>
<tr><td>Post-detailed-route DRC marker count</td><td>0</td></tr>
<tr><td>Remaining antenna violation count</td><td>0</td></tr>
<tr><td>Diodes inserted</td><td>0</td></tr>
<tr><td>First drt pass iteration count</td><td>4</td></tr>
<tr><td>Via count</td><td>2280</td></tr>
<tr><td>Final routed wirelength across all metal layers</td><td>6010 um</td></tr>
<tr><td>Count of routing violations after the opening detailed-route iteration</td><td>146</td></tr>
<tr><td>Per-cell via count in the routed design</td><td>5.82</td></tr>
<tr><td>Average wire length per cell after detail routing</td><td>15.3 um</td></tr>
<tr><th colspan="2">Power</th></tr>
<tr><td>Leakage power figure</td><td>1.21 nW</td></tr>
<tr><td>Total Power</td><td>0.812 mW</td></tr>
<tr><td>Pwr per Cell Area</td><td>268 nW/um^2</td></tr>
<tr><td>Worst supply voltage drop on vdd</td><td>0.000177 V</td></tr>
<tr><th colspan="2">Finish</th></tr>
<tr><td>Fraction of final layout cells sized beyond drive strength 1</td><td>12.6%</td></tr>
<tr><td>Synthesis-to-finish area growth</td><td>18.3%</td></tr>
<tr><td>Filler cells</td><td>566</td></tr>
<tr><td>Sequential cell area</td><td>908 um^2</td></tr>
<tr><td>Comb area</td><td>1490 um^2</td></tr>
<tr><td>Finished Layout Cells</td><td>392</td></tr>
<tr><th colspan="2">Clock tree</th></tr>
<tr><td>Clk slew on worst S/H paths</td><td>0.08 ns</td></tr>
<tr><td>CTS tree</td><td>built</td></tr>
<tr><td>Clock latency reported for the late side of the worst-skew pair</td><td>0.39 ns</td></tr>
<tr><td>Number of cells upsized or downsized after cts</td><td>0</td></tr>
<tr><td>Hold_buf cts</td><td>0</td></tr>
<tr><td>Number of setup buffers added after CTS</td><td>0</td></tr>
<tr><th colspan="2">Floorplan</th></tr>
<tr><td>Vertical extent of the die</td><td>82.0 um</td></tr>
<tr><td>Die area</td><td>6730 um^2</td></tr>
<tr><td>Initial Util</td><td>42.3%</td></tr>
<tr><td>Placement row count</td><td>28</td></tr>
<tr><td>Die Span X</td><td>82.0 um</td></tr>
<tr><td>Count of pins on the block boundary</td><td>39</td></tr>
<tr><td>Standard cell core area</td><td>6060 um^2</td></tr>
<tr><th colspan="2">Placement</th></tr>
<tr><td>Dpl hpwl</td><td>4160 um</td></tr>
<tr><td>Count of buffers inserted at the top-level ports</td><td>28</td></tr>
<tr><td>Weighted congestion reported at the end of routability-driven placement</td><td>0.854</td></tr>
<tr><td>Number of placed instances with taps included</td><td>381</td></tr>
<tr><th colspan="2">Job</th></tr>
<tr><td>Total tool warning count</td><td>42</td></tr>
<tr><td># Max-Cap Violations</td><td>0</td></tr>
<tr><th colspan="2">Global route</th></tr>
<tr><td>First-pass GRT wire length</td><td>10300 um</td></tr>
<tr><td>Overall routing resource usage</td><td>20.4%</td></tr>
<tr><td>Largest net degree at the start of global routing</td><td>36</td></tr>
<tr><td>Total global routing overflow</td><td>0</td></tr>
<tr><td>Initial antenna violation count</td><td>0</td></tr>
<tr><td>Number of global-route vias before repair</td><td>2119</td></tr>
<tr><th colspan="2">Min path</th></tr>
<tr><td>Launch point of the worst hold path</td><td>health_monitor.prev_battery_level[7]</td></tr>
<tr><td>Worst Hold Class</td><td>reg2reg</td></tr>
<tr><td>Hold-critical path endpoint</td><td>health_monitor.pulse_80</td></tr>
<tr><td>Cell depth of the worst min-delay path</td><td>1</td></tr>
</table>
-- through the flow --
stage / setup slack, ns / utilization [%] / cell area [um^2]
2_1_floorplan: 1.04 / - / 2570
3_3_place_gp: 0.679 / 47.2 / 2860
3_5_place_dp: 0.614 / 47.2 / 2860
4_1_cts: 0.426 / 50.0 / 3030
5_1_grt: 0.235 / 50.0 / 3030
6_report: 0.440 / 50.0 / 3030
-- logic make-up after synthesis --
logic type	share of synthesized area, %
compound gates	26.1
flops	35.4
fa+ha+maj	5.37
other cells	0.146
buf+inv	6.54
mux	2.93
xor+xnor	2.05
simple gates	21.4
-- cell type report --
cell class | instances | share of cell area (%)
Clock buffer | 11 | 4.87
Clock inverter | 1 | 0.991
Inverter | 15 | 1.86
Multi-Input combinational cell | 223 | 49.3
Sequential cell | 36 | 30.0
Tap cell | 75 | 3.10
Timing Repair Buffer | 31 | 9.91
-- worst max path at each step --
| stage | start | end | depth (start not counted) |
|---|---|---|---|
| CTS | clk | gated_clock | 4 |
| global route | fast_charger.battery_level[0] | fast_charger.battery_level[6] | 14 |
| finish | clk | gated_clock | 4 |
-- layer usage --
metal	GRT usage, %	vias to the layer above	share of wire (%)
li1	-	1128	-
met1	32.9	1100	51
met2	30.3	47	45
met3	2.82	5	4.0
met4	2.28	0	0.67
met5	0	-	0
-- worst max-delay path, stage by stage --
cell	delay (ns)
sky130_fd_sc_hd__clkbuf_8	0.11
sky130_fd_sc_hd__clkbuf_8	0.11
sky130_fd_sc_hd__and2_1	0.14
sky130_fd_sc_hd__clkdlybuf4s50_1	0.40
-- layout by cell type, fill, tap and decap left out, types with 5 or more instances in the layout --
| cell type | instances |
|---|---|
| sky130_fd_sc_hd__inv_1 | 14 |
| sky130_fd_sc_hd__nor2_1 | 21 |
| sky130_fd_sc_hd__clkbuf_8 | 10 |
| sky130_fd_sc_hd__clkdlybuf4s50_1 | 28 |
| sky130_fd_sc_hd__a21oi_1 | 17 |
| sky130_fd_sc_hd__and3_1 | 5 |
| sky130_fd_sc_hd__ha_1 | 11 |
| sky130_fd_sc_hd__nand4_1 | 5 |
| sky130_fd_sc_hd__o211ai_1 | 6 |
| sky130_fd_sc_hd__dfrtp_1 | 30 |
| sky130_fd_sc_hd__dfstp_2 | 6 |
| sky130_fd_sc_hd__or3_1 | 5 |
| sky130_fd_sc_hd__o21ai_0 | 19 |
| sky130_fd_sc_hd__nand2_1 | 19 |
| sky130_fd_sc_hd__nand3_1 | 17 |
| sky130_fd_sc_hd__nor2b_1 | 5 |
| sky130_fd_sc_hd__nor3_1 | 7 |
| sky130_fd_sc_hd__nand2b_1 | 5 |
-- flip-flops by register name, indices dropped and copies added, names as in the netlist, 2 cells and up --
register and count:
temp_controller.prev_battery_percent 6, health_monitor.prev_battery_level 2, fast_charger.battery_level 8, fast_charger.present_state 2, temp_controller.present_state 3, temp_controller.temp 7
-- power breakdown --
| part | internal, mW | leakage, nW | switching, mW | total (mW) |
|---|---|---|---|---|
| sequential | 0.366 | 0.434 | 0.00171 | 0.368 |
| clock | 0.283 | 0.0924 | 0.144 | 0.427 |
| combinational | 0.00605 | 0.685 | 0.0104 | 0.0165 |
Power is estimated from default activity; no workload was simulated.
